==> /design/flow/design.v <==
`timescale 1ns/1ps
module ram_data (shift_data_state, rstn, clk, in, head_flag, ram_tmp_0, ram_tmp_1, ram_tmp_2, ram_tmp_3, ram_tmp_4, ram_tmp_5, ram_tmp_6, ram_tmp_7, ram_tmp_8, ram_tmp_9, ram_tmp_10, ram_tmp_11, ram_tmp_12, ram_tmp_13, ram_tmp_14, ram_tmp_15,ram_tmp_16);
input rstn, clk, head_flag, shift_data_state;
input [13:0] in;
output reg [13:0] ram_tmp_0;
output reg [13:0] ram_tmp_1;
output reg [13:0] ram_tmp_2;
output reg [13:0] ram_tmp_3;
output reg [13:0] ram_tmp_4;
output reg [13:0] ram_tmp_5;
output reg [13:0] ram_tmp_6;
output reg [13:0] ram_tmp_7;
output reg [13:0] ram_tmp_8;
output reg [13:0] ram_tmp_9;
output reg [13:0] ram_tmp_10;
output reg [13:0] ram_tmp_11;
output reg [13:0] ram_tmp_12;
output reg [13:0] ram_tmp_13;
output reg [13:0] ram_tmp_14;
output reg [13:0] ram_tmp_15;
output reg [13:0] ram_tmp_16;
    always@(posedge clk or negedge rstn)
    begin
    if (rstn == 1'b0)
        ram_tmp_0 <= #2  14'd0;
    else if (shift_data_state == 1'b1)
        ram_tmp_0 <= #2  in;
    else
	ram_tmp_0 <= #2  ram_tmp_0;
    end  
    always@(posedge clk or negedge rstn)
    begin
    if (rstn == 1'b0)
        ram_tmp_1 <= #2  14'd0;
    else if (shift_data_state == 1'b1)
        ram_tmp_1 <= #2  ram_tmp_0;
    else
	ram_tmp_1 <= #2  ram_tmp_1;
    end    
    always@(posedge clk or negedge rstn)
    begin
    if (rstn == 1'b0)
        ram_tmp_2 <= #2  14'd0;
    else if (shift_data_state == 1'b1)
        ram_tmp_2 <= #2  ram_tmp_1;
    else
	ram_tmp_2 <= #2  ram_tmp_2;
    end    
    always@(posedge clk or negedge rstn)
    begin
    if (rstn == 1'b0)
        ram_tmp_3 <= #2  14'd0;
    else if (shift_data_state == 1'b1)
        ram_tmp_3 <= #2  ram_tmp_2;
    else
	ram_tmp_3 <= #2  ram_tmp_3;
    end    
    always@(posedge clk or negedge rstn)
    begin
    if (rstn == 1'b0)
        ram_tmp_4 <= #2  14'd0;
    else if (shift_data_state == 1'b1)
        ram_tmp_4 <= #2  ram_tmp_3;
    else
	ram_tmp_4 <= #2  ram_tmp_4;
    end    
    always@(posedge clk or negedge rstn)
    begin
    if (rstn == 1'b0)
        ram_tmp_5 <= #2  14'd0;
    else if (shift_data_state == 1'b1)
        ram_tmp_5 <= #2  ram_tmp_4;
    else
	ram_tmp_5 <= #2  ram_tmp_5;
    end    
    always@(posedge clk or negedge rstn)
    begin
    if (rstn == 1'b0)
        ram_tmp_6 <= #2  14'd0;
    else if (shift_data_state == 1'b1)
        ram_tmp_6 <= #2  ram_tmp_5;
    else
	ram_tmp_6 <= #2  ram_tmp_6;
    end    
    always@(posedge clk or negedge rstn)
    begin
    if (rstn == 1'b0)
        ram_tmp_7 <= #2  14'd0;
    else if (shift_data_state == 1'b1)
        ram_tmp_7 <= #2  ram_tmp_6;
    else
	ram_tmp_7 <= #2  ram_tmp_7;
    end    
    always@(posedge clk or negedge rstn)
    begin
    if (rstn == 1'b0)
        ram_tmp_8 <= #2  14'd0;
    else if (shift_data_state == 1'b1)
        ram_tmp_8 <= #2  ram_tmp_7;
    else
	ram_tmp_8 <= #2  ram_tmp_8;
    end    
    always@(posedge clk or negedge rstn)
    begin
    if (rstn == 1'b0)
        ram_tmp_9 <= #2  14'd0;
    else if (shift_data_state == 1'b1)
        ram_tmp_9 <= #2  ram_tmp_8;
    else
	ram_tmp_9 <= #2  ram_tmp_9;
    end    
    always@(posedge clk or negedge rstn)
    begin
    if (rstn == 1'b0)
        ram_tmp_10 <= #2  14'd0;
    else if (shift_data_state == 1'b1)
        ram_tmp_10 <= #2  ram_tmp_9;
    else
	ram_tmp_10 <= #2  ram_tmp_10;
    end    
    always@(posedge clk or negedge rstn)
    begin
    if (rstn == 1'b0)
        ram_tmp_11 <= #2  14'd0;
    else if (shift_data_state == 1'b1)
        ram_tmp_11 <= #2  ram_tmp_10;
    else
	ram_tmp_11 <= #2  ram_tmp_11;
    end    
    always@(posedge clk or negedge rstn)
    begin
    if (rstn == 1'b0)
        ram_tmp_12 <= #2  14'd0;
    else if (shift_data_state == 1'b1)
        ram_tmp_12 <= #2  ram_tmp_11;
    else
	ram_tmp_12 <= #2  ram_tmp_12;
    end    
    always@(posedge clk or negedge rstn)
    begin
    if (rstn == 1'b0)
        ram_tmp_13 <= #2  14'd0;
    else if (shift_data_state == 1'b1)
        ram_tmp_13 <= #2  ram_tmp_12;
    else
	ram_tmp_13 <= #2  ram_tmp_13;
    end    
    always@(posedge clk or negedge rstn)
    begin
    if (rstn == 1'b0)
        ram_tmp_14 <= #2  14'd0;
    else if (shift_data_state == 1'b1)
        ram_tmp_14 <= #2  ram_tmp_13;
    else
	ram_tmp_14 <= #2  ram_tmp_14;
    end    
    always@(posedge clk or negedge rstn)
    begin
    if (rstn == 1'b0)
        ram_tmp_15 <= #2  14'd0;
    else if (shift_data_state == 1'b1)
        ram_tmp_15 <= #2  ram_tmp_14;
    else
	ram_tmp_15 <= #2  ram_tmp_15;
    end
	always@(posedge clk or negedge rstn)
    begin
    if (rstn == 1'b0)
        ram_tmp_16 <= #2  14'd0;
    else if (shift_data_state == 1'b1)
        ram_tmp_16 <= #2  ram_tmp_15;
    else
	ram_tmp_16 <= #2  ram_tmp_16;
    end
endmodule
==> /design/flow/run.sh <==
#!/bin/bash
# OpenROAD 26Q1-2900-gdf79404cd8, Yosys 0.63+post, stock flow scripts
make -C /OpenROAD-flow-scripts/flow DESIGN_CONFIG=/design/flow/config.mk WORK_HOME=/design/flow/orfs finish
==> /design/flow/config.mk <==
export PLATFORM = sky130hd
export DESIGN_NAME = ram_data
export DESIGN_NICKNAME = ram_data
export VERILOG_FILES = /design/flow/design.v
export SDC_FILE = /design/flow/constraint.sdc
export NUM_CORES = 4
export LEC_CHECK = 1
export CORE_UTILIZATION = 50
==> /design/flow/constraint.sdc <==
current_design ram_data

set clk_period 1.5
set clk_io_pct 0.2

create_clock -name clk0 -period $clk_period [get_ports {clk}]

set non_clock_inputs [all_inputs -no_clocks]
set_input_delay [expr $clk_period * $clk_io_pct] -clock clk0 $non_clock_inputs
set_output_delay [expr $clk_period * $clk_io_pct] -clock clk0 [all_outputs]
==> flow_summary.ini <==
; yosys + openroad results
[drt]
routed_via_density = 4.856
top_layer_used = met4
ant_nets = 0
first_pass_iters = 4
dr_wl_met2_um = 8976
vias = 5711
drt_iter0_drc = 126
wl_met3_um = 1685
wl_met1_um = 8305
diodes = 0
routed_wl_um = 19410
drc = 0
avgRoutedWirePerCell_um = 16.50

[die]
fp-row-count = 48
die_y_um = 135.6
core_mm2 = 0.01736
fp_util_pct = 51.41
io_pins = 256
dieArea_mm2 = 0.01838
die_w_um = 135.6

[final_timing]
skew_ns = 0.005814
slew_viol_final = 0
min_period_ns = 1.462
whs_ns = -0.2765
fin_ws_ns = 0.03786
setup_viol = 0
finalHoldViolCount = 49
fmax_ghz = 0.6839
period_used_pct = 97.48
tightest_slew_ns = 0.4836
relSlewSlack_pct = 67.76
final.setup.tns_ns = 0

[finish]
syn2layout_area_growth_pct = 51.16
layout_top_cells = mux2_2 (238), dfrtp_1 (238), dlygate4sd2_1 (220)
fin_util_pct = 77.70
drive_above_1_share_pct = 47.63

[global_route]
grt_max_degree = 58
antenna_found_initial = 0
grt_usage_pct = 23.03
grt_pass1_wl_um = 31130
grt_overflow = 0
first_global_vias = 5762

[yosys]
synth_area_mm2 = 0.008922
yosys-stat-area_mm2 = 0.008922
yosys_warnings = 1
yosys_cells = 502
ys.flops = 238
syn_inst = 502
syn_area_per_cell_um2 = 17.77
synthDistinctLibCells = 4
postSynthSeqShare_pct = 66.75

[setup_path]
start_kind = flop
path_max_fanout = 3
reg2reg_depth = 3
required_ns = 1.20
cp-end-kind = primary output
cp_cell_sequence = dlygate4sd2_1
worstSetupStartpoint = ram_tmp_3[5]
crit_family = flip-flops
criticalPathCategory = flop to primary output
r2r_end = ram_tmp_8[4]
crit_arrival_ns = 1.16
crit_path_top_delay_cell = dfrtp_1
path_buffers = 1
rr_startpoint = ram_tmp_7[4]
slowest_delay_ns = 0.39
r2r_slack_ns = 0.49

[clock_network]
htree_levels = 1
clk_path_buf_depth = 3
cts_root_buf = clkbuf_16
cts.clk_slew.worst_paths_ns = 0.06
cts_made_buffers = 25
cts.sinks = 238
clk_latency_ns = 0.51
tritoncts = done

[power_and_ir_drop]
vdd_drop_max_mv = 1.284
p_sw_share_pct = 24.13
p_sw_w = 0.006012
p_leak_nw = 6.538
power_density_mw_per_mm2 = 1847
power_frac_seq_pct = 41.6
p_comb_share_pct = 34.3
p_int_w = 0.01890
p_clk_share_pct = 24.2

[status]
status = complete, but fails checks
violations = hold timing

[placement]
place_hpwl_um = 12030
pre_cts_ws_ns = 0.1940
place.gp.congestion = 0.8040
port_buffers = 254

[job]
maxCapViolations = 0
log.warning_count = 29

[min_path]
hp-class = primary input to asynchronous set/reset pin
-- how the worst max path moves through the flow --
stage	to	slack [ns]	cells past startpoint
6_report	ram_tmp_3[5]	0.04	1
5_1_grt	ram_tmp_6[3]	-0.009	1
4_1_cts	ram_tmp_11[10]	0.001	1
-- power by group through the flow --
stage	Sequential (W)	Combinational (W)	Clock (W)
global route	0.0107	0.00939	0.00642
CTS	0.0103	0.00849	0.00618
finish	0.0104	0.00853	0.00602
-- Yosys cell counts --
master   instances  share of area [%]
mux2_2         238                 30
dfrtp_1        238                 67
buf_2            1              0.056
buf_6           25                3.2
-- kinds of logic after synthesis --
| kind of cell | share of synthesized area [%] |
|---|---|
| buffers and inverters | 3.211 |
| muxes | 30.04 |
| DFF | 66.75 |
-- area by class of cell --
type / instances / area [um2]
clock buffers: 39 / 738.2
flip-flops and latches: 238 / 5956
fillers: 1081 / 3870
multi-input cells: 238 / 2680
well taps: 225 / 281.5
repair buffers: 431 / 3756
clock inverters: 5 / 75.07
-- through the flow --
step	instance area, um2	cells	total power (W)
4_1_cts	13410	1169	0.02500
6_report	13490	1176	0.02491
2_1_floorplan	8922	502	0.01218
5_1_grt	13490	1176	0.02652
3_3_place_gp	11750	972	0.01811
3_5_place_dp	11750	972	0.01826
-- routing by layer --
| metal | vias to the layer above | GRT usage (%) |
|---|---|---|
| li1 | 2661 | - |
| met4 | 0 | 4.307 |
| met5 | - | 0 |
| met1 | 2845 | 36.35 |
| met3 | 31 | 7.064 |
| met2 | 174 | 34.01 |
-- timing repair --
action,CTS,global route
endpoints found under the setup margin,238,21
resized,239,17
setup buffers,153,7
gates cloned,0,0
endpoints found under the hold margin,49,49
Power figures rest on the tool's default switching activity, not on a simulated workload.
