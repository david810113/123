==> flow/design.v <==
`timescale 1ns/1ps
module s2p (mosi, sck, cs, rstn, clk, buffer_2, buffer_3, reff, head_flag);
input mosi, sck, cs, rstn, clk;
output reg [13:0] buffer_2, buffer_3;
output reg[13:0] reff;
output reg head_flag;
reg [13:0]ad_tmp,ad_1,ad_2;
reg [2:0] counter;
wire counter_1, counter_2,valid;   
 always@ (posedge sck or negedge rstn)
    begin
    if (rstn == 1'b0)
        ad_tmp <= #2 14'd0;
    else
        ad_tmp[13:0] <= #2 {ad_tmp[12:0],mosi};
    end
  always@ (posedge cs or negedge rstn)
    begin
    if (rstn == 1'b0)
        head_flag <= #2  1'b0;
    else if (ad_tmp[13:0]==14'h0fff)
	    head_flag <= #2  1'b0;
 	else 
        head_flag <= #2  1'b1;
	end
assign valid = head_flag & cs;
    always@ (posedge valid or negedge rstn)
    begin
    if (rstn == 1'b0)
        counter <= #2  8'd0;
    else if (counter == 8'd2)
        counter <= #2  8'd0;
    else if (head_flag == 1'b1)
             counter <= #1  counter + 8'd1;
    else counter <= #2  counter;
    end  
reg valid_d,valid_d2;  
always@(posedge clk or negedge rstn)
	begin
		if(rstn== 1'b0)
			valid_d <= #2 1'd0;
		else
			valid_d <= #2 valid;
	end
always@(posedge clk or negedge rstn)
	begin
		if(rstn== 1'b0)
			valid_d2 <= #2 1'd0;
		else
			valid_d2 <= #2 valid_d;
	end
assign counter_1 = valid_d2 & (counter == 8'd1) ? 1'b1 : 1'b0;
assign counter_2 = valid_d2 & (counter == 8'd2) ? 1'b1 : 1'b0;  
always@(posedge clk or negedge rstn)
	begin
		if(rstn== 1'b0)
			ad_1 <= #2 14'd0;
		else if(counter_1 == 1'b1)
			ad_1 <= #2 ad_tmp;
		else
			ad_1 <= #2 ad_1;
	end
always@(posedge clk or negedge rstn)
	begin
		if(rstn== 1'b0)
			ad_2 <= #2 14'd0;
		else if(counter_2 == 1'b1)
			ad_2 <= #2 ad_tmp;
		else
			ad_2 <= #2 ad_2;
	end	
always@(negedge head_flag or negedge rstn)
	begin
		if(rstn==1'b0)
		buffer_2 <= #2 14'd0;
		else
		buffer_2 <= #2 ad_1;
	end	
always@(negedge head_flag or negedge rstn)
	begin
		if(rstn==1'b0)
		buffer_3 <= #2 14'd0;
		else
		buffer_3 <= #2 ad_2;
	end	
always@(negedge head_flag or negedge rstn)
	begin
		if(rstn==1'b0)
		reff <= #2 14'd0;
		else
		reff[13:0] <= #2 {1'b0,(buffer_2[13:1] + buffer_3[13:1])};
	end	
endmodule
==> flow/run.sh <==
#!/bin/bash
# OpenROAD 26Q1-2900-gdf79404cd8, Yosys 0.63+post, stock flow scripts
make -C /OpenROAD-flow-scripts/flow DESIGN_CONFIG=/design/flow/config.mk WORK_HOME=/design/flow/orfs finish
==> flow/config.mk <==
export PLATFORM = sky130hd
export DESIGN_NAME = s2p
export DESIGN_NICKNAME = s2p
export VERILOG_FILES = /design/flow/design.v
export SDC_FILE = /design/flow/constraint.sdc
export NUM_CORES = 4
export LEC_CHECK = 1
export CORE_UTILIZATION = 50
==> flow/constraint.sdc <==
current_design s2p

set clk_period 4.0
set clk_io_pct 0.2

create_clock -name clk0 -period $clk_period [get_ports {clk}]
create_clock -name clk1 -period $clk_period [get_ports {cs}]
create_clock -name clk2 -period $clk_period [get_ports {sck}]

set non_clock_inputs [all_inputs -no_clocks]
set_input_delay [expr $clk_period * $clk_io_pct] -clock clk0 $non_clock_inputs
set_output_delay [expr $clk_period * $clk_io_pct] -clock clk0 [all_outputs]
==> qor.txt <==
Postcts setup bufs - 0
Endpoints left unconstrained - 82
Depth of the most critical reg-to-reg path - 6
Chip width - 83.1 um
Total die area - 6900 sq um
Met1 GRT Util - 0.297
WL/cell - 15.5 um
PwrDens - 446 nW/um^2
CP endpoint kind - flip-flop
Mapped Avg Cell Area - 16.4 sq um
Clock transition at path regs - 60 ps
Crit-path max FO - 46
Worst setup path class - reg -> reg
Top Layout Cells - 48 x dfrtp_1, 43 x clkdlybuf4s50_1, 41 x dfrtn_1
Utilization after layout - 0.658
CTS resizes - 0
Overall Global Routing Usage - 0.184
Avg Vias per Cell - 5.31
Mapped cell area - 3290 sq um
Cell count in the Yosys report - 201
Final Setup Violations - 0
Seq/Total Area, Yosys - 0.678
Port Buffers - 44
Register pins left without a clock - 41
Failing checks - design-rule violations
Worst IR Drop VDD - 0.000582 V
Max Cap Viol - 0
Number of global-route vias before repair - 2005
Synth flops - 89
Slew HR - 0.569
Met2 Track Usage GR - 0.247
Detailed Place HPWL - 3780 um
Final Hold Vio Count - 0
CP arrival - 2930 ps
Count of tool warnings - 27
Number of I/O pins - 48
Setup crit start kind - flip-flop
Hold buffer count at CTS - 2
Area of the core - 6350 sq um
Worst-margin pin slew - 647 ps
ANT cells - 0
R2R Setup Slk - 1290 ps
Status - finished with violations
Top Usage Layer GRT - met1
Cell Area, Placed - 3830 sq um
Worst R2R End - valid_d
CTS tree - yes
Commonest Layout Cell - dfrtp_1
Final WL - 5420 um
Final Skew - 119 ps
First-pass GRT wire length - 9530 um
Remaining antenna violation count after routing - 0
Die Y - 83.1 um
Fin. max-slew vios - 0
FP Rows - 29
Drt pass-1 iters - 47
GRT overflow - 0
Syn. warnings - 1
Pre-Place Util - 0.518
HP Class - in -> async
Setup TNS Final - 0 ps
R2r startpoint - head_flag
Share of cells above drive strength 1 - 0.242
Via Count - 1858
Worst path required time - 4220 ps
DRC - 1
Largest net degree at the start of global routing - 56
Routability Congestion - 0.860
DRT iter0 DRCs - 60
Met3 Use GR - 0.0858
Count of cell types in the netlist - 41
Fin area - 4180 sq um
Synth Instances - 201
Static leakage - 1.84 nW
Yosys stat area - 3290 sq um
Synthesis-to-layout area growth - 27.0%
Initial antenna violation count - 0
Unrepaired setup endpoints after global routing - no
==> metrics by stage <==
| stage | worst slack [ps] | std cells | hold slack [ps] | power [W] |
|---|---|---|---|---|
| floorplan | 1720 | 201 | -1370 | 0.00106 |
| global placement | 1720 | 322 | -1390 | 0.00112 |
| detailed placement | 1720 | 322 | -1360 | 0.00115 |
| CTS | 1260 | 350 | 114 | 0.00189 |
| global route | 1140 | 350 | 144 | 0.00198 |
| finish | 1290 | 350 | 122 | 0.00186 |
==> registers in the layout, summed over array words and instances, names as in the netlist <==
signal	count
ad_1	14
ad_2	14
ad_tmp	14
buffer_2	14
buffer_3	14
reff	13
counter	3
head_flag	1
valid_d	1
valid_d2	1
==> area by class of cell <==
cell class / instances / area, sq um
clock buffers: 25 / 324
multi-input cells: 107 / 1030
well taps: 77 / 96.3
flip-flops and latches: 89 / 2230
inverters: 1 / 3.75
repair buffers: 50 / 488
clock inverters: 1 / 5.00
fillers: 433 / 2170
==> critical path, cell delays in order (launching register included) <==
cell           delay [ps]
dfrtp_1               320
dlygate4sd3_1         550
buf_4                 360
dlygate4sd3_1         640
and2_1                180
clkbuf_8              140
clkbuf_8              110
==> per-layer routing <==
| metal | vias up | wire length [um] | share of wire |
|---|---|---|---|
| li1 | 847 | - | - |
| met1 | 936 | 2470 | 0.46 |
| met2 | 63 | 2420 | 0.45 |
| met3 | 12 | 421 | 0.078 |
| met4 | 0 | 108 | 0.020 |
| met5 | - | 0 | 0 |
==> how the worst max path moves through the flow <==
stage         startpoint       to  slack [ps]  depth (start not counted)
finish         head_flag  valid_d        1290                          6
CTS            head_flag  valid_d        1260                          6
global route   head_flag  valid_d        1140                          6
==> cells in the mapped netlist <==
library cell / instances / share of area
a21o_1: 4 / 0.0091
buf_6: 1 / 0.0034
a21bo_1: 1 / 0.0030
nand2_1: 5 / 0.0057
a211oi_1: 3 / 0.0069
nor4b_4: 1 / 0.0072
mux2i_1: 1 / 0.0030
dfrtn_1: 41 / 0.31
nor2_1: 3 / 0.0034
mux2_4: 10 / 0.046
nor4bb_1: 1 / 0.0030
a21oi_1: 7 / 0.011
buf_2: 1 / 0.0015
or4_1: 1 / 0.0023
a2111oi_4: 1 / 0.0084
buf_4: 2 / 0.0046
and3_4: 1 / 0.0034
a31oi_1: 1 / 0.0019
o21ai_0: 4 / 0.0061
and3_1: 1 / 0.0019
xor2_1: 5 / 0.013
and4b_1: 1 / 0.0030
fa_1: 1 / 0.0061
nand3_1: 2 / 0.0030
and3_2: 1 / 0.0023
ha_1: 12 / 0.046
dfrtp_1: 48 / 0.37
nand4b_1: 2 / 0.0053
o21bai_1: 1 / 0.0023
o21ai_2: 1 / 0.0027
o31ai_1: 1 / 0.0023
and2_1: 2 / 0.0038
xnor2_1: 9 / 0.024
inv_2: 1 / 0.0011
a21oi_2: 1 / 0.0027
nand4_1: 1 / 0.0019
mux2_2: 18 / 0.062
a221oi_2: 1 / 0.0046
a21boi_0: 1 / 0.0023
conb_1: 1 / 0.0011
nor2b_1: 1 / 0.0019
==> power breakdown <==
group	total (W)	internal (W)	switching, W
Sequential	0.000807	0.000686	0.000121
Clock	0.000729	0.000509	0.000219
Combinational	0.000327	0.000216	0.000110
==> cell families after synthesis <==
| family | Yosys count | synth area share |
|---|---|---|
| adder cells (fa/ha/maj) | 13 | 0.0518 |
| AND-OR/OR-AND | 27 | 0.0628 |
| XOR/XNOR | 14 | 0.0373 |
| buffers and inverters | 5 | 0.0107 |
| AND/OR/NAND/NOR | 23 | 0.0483 |
| other | 1 | 0.00114 |
| multiplexers | 29 | 0.110 |
| flip-flops | 89 | 0.678 |
No activity file was given, so power comes from the tool's default toggle rates.
