==> run.sh <==
#!/bin/bash
# OpenROAD 26Q1-2900-gdf79404cd8, Yosys 0.63+post, stock flow scripts
make -C /OpenROAD-flow-scripts/flow DESIGN_CONFIG=/design/flow/config.mk WORK_HOME=/design/flow/orfs finish
==> constraint.sdc <==
current_design adaptive_filter

set clk_period 8.4
set clk_io_pct 0.2

create_clock -name clk0 -period $clk_period [get_ports {clk}]

set non_clock_inputs [all_inputs -no_clocks]
set_input_delay [expr $clk_period * $clk_io_pct] -clock clk0 $non_clock_inputs
set_output_delay [expr $clk_period * $clk_io_pct] -clock clk0 [all_outputs]
==> config.mk <==
export PLATFORM = sky130hd
export DESIGN_NAME = adaptive_filter
export DESIGN_NICKNAME = adaptive_filter
export VERILOG_FILES = /design/flow/design.v
export SDC_FILE = /design/flow/constraint.sdc
export NUM_CORES = 4
export LEC_CHECK = 1
export CORE_UTILIZATION = 40
==> design.v <==
module Shift ( rstn, clk, in, out );
input clk;
input rstn;
input [44:0]in;
output [13:0] out;
assign out = in[44:31];
endmodule
`timescale 1ns/1ps
module adaptive_filter(adap_filter_state, rstn, clk, reff_0, reff_1, reff_2, reff_3, reff_4, reff_5, reff_6, reff_7, reff_8, reff_9, reff_10, reff_11, reff_12, reff_13, reff_14, reff_15, buffer_in_0, buffer_in_1, buffer_in_2, buffer_in_3, buffer_in_4, buffer_in_5, buffer_in_6, buffer_in_7, buffer_in_8, buffer_in_9, buffer_in_10, buffer_in_11, buffer_in_12, buffer_in_13, buffer_in_14, buffer_in_15, buffer_in_16, weight_in_0, weight_in_1, weight_in_2, weight_in_3, weight_in_4, weight_in_5, weight_in_6, weight_in_7, weight_in_8, weight_in_9, weight_in_10, weight_in_11, weight_in_12, weight_in_13, weight_in_14, weight_in_15, d, e);
input rstn, clk, adap_filter_state;
input [13:0] reff_0;
input [13:0] reff_1;
input [13:0] reff_2;
input [13:0] reff_3;
input [13:0] reff_4;
input [13:0] reff_5;
input [13:0] reff_6;
input [13:0] reff_7;
input [13:0] reff_8;
input [13:0] reff_9;
input [13:0] reff_10;
input [13:0] reff_11;
input [13:0] reff_12;
input [13:0] reff_13;
input [13:0] reff_14;
input [13:0] reff_15;
input [13:0] buffer_in_0;
input [13:0] buffer_in_1;
input [13:0] buffer_in_2;
input [13:0] buffer_in_3;
input [13:0] buffer_in_4;
input [13:0] buffer_in_5;
input [13:0] buffer_in_6;
input [13:0] buffer_in_7;
input [13:0] buffer_in_8;
input [13:0] buffer_in_9;
input [13:0] buffer_in_10;
input [13:0] buffer_in_11;
input [13:0] buffer_in_12;
input [13:0] buffer_in_13;
input [13:0] buffer_in_14;
input [13:0] buffer_in_15;
input [13:0] buffer_in_16;
input [30:0] weight_in_0;
input [30:0] weight_in_1;
input [30:0] weight_in_2;
input [30:0] weight_in_3;
input [30:0] weight_in_4;
input [30:0] weight_in_5;
input [30:0] weight_in_6;
input [30:0] weight_in_7;
input [30:0] weight_in_8;
input [30:0] weight_in_9;
input [30:0] weight_in_10;
input [30:0] weight_in_11;
input [30:0] weight_in_12;
input [30:0] weight_in_13;
input [30:0] weight_in_14;
input [30:0] weight_in_15;
wire [13:0] Shift_out_0;
wire [13:0] Shift_out_1;
wire [13:0] Shift_out_2;
wire [13:0] Shift_out_3;
wire [13:0] Shift_out_4;
wire [13:0] Shift_out_5;
wire [13:0] Shift_out_6;
wire [13:0] Shift_out_7;
wire [13:0] Shift_out_8;
wire [13:0] Shift_out_9;
wire [13:0] Shift_out_10;
wire [13:0] Shift_out_11;
wire [13:0] Shift_out_12;
wire [13:0] Shift_out_13;
wire [13:0] Shift_out_14;
wire [13:0] Shift_out_15;
output reg [9:0] e;   
output reg [13:0] d ;   
reg [13:0] dreg;
reg [4:0]counter;
always@(negedge clk or negedge rstn)
begin
if (rstn == 0)
	counter <= #2   5'd0;
else if (adap_filter_state == 1'b0 | counter == 5'd15)
	counter <= #2   5'd0;	
else
	counter <= #2  counter + 1'd1;
end
always@(posedge clk or negedge rstn)
begin
if (rstn == 0)
	dreg <= #2  14'd000;
else if (adap_filter_state == 1'b0)
	dreg <= #2  14'd000;
else if (counter == 5'd0)
	dreg <= #2  dreg + Shift_out_0;
else if (counter == 5'd1)
	dreg <= #2  dreg + Shift_out_1;
else if (counter == 5'd2)
	dreg <= #2  dreg + Shift_out_2;
else if (counter == 5'd3)
	dreg <= #2  dreg + Shift_out_3;
else if (counter == 5'd4)
	dreg <= #2  dreg + Shift_out_4;
else if (counter == 5'd5)
	dreg <= #2  dreg + Shift_out_5;
else if (counter == 5'd6)
	dreg <= #2  dreg + Shift_out_6;
else if (counter == 5'd7)
	dreg <= #2  dreg + Shift_out_7;
else if (counter == 5'd8)
	dreg <= #2  dreg + Shift_out_8;
else if (counter == 5'd9)
	dreg <= #2  dreg + Shift_out_9;
else if (counter == 5'd10)
	dreg <= #2  dreg + Shift_out_10;
else if (counter == 5'd11)
	dreg <= #2  dreg + Shift_out_11;
else if (counter == 5'd12)
	dreg <= #2  dreg + Shift_out_12;
else if (counter == 5'd13)
	dreg <= #2  dreg + Shift_out_13;
else if (counter == 5'd14)
	dreg <= #2  dreg + Shift_out_14;
else
	dreg <= #2  dreg;
end    
always@(posedge clk or negedge rstn)
begin
if(rstn==0)
	d <= 14'd000;
else if (counter == 5'd15)
	d <= #2  dreg + Shift_out_15;
else
	d <= #2 d;
end
always@(posedge clk or negedge rstn)
begin
if (rstn == 0)
	e <= #2  14'd0;
else if (adap_filter_state == 1'b1&&counter==5'd14&&d[13]==0)
	e <= #2  buffer_in_16 - d;	
else if (adap_filter_state == 1'b1&&counter==5'd14&&d[13]==1)
	e <= #2  buffer_in_16 + d;	
else
	e <= #2  e;
end
wire [44:0] mux1_0;
wire [44:0] mux1_1;
wire [44:0] mux1_2;
wire [44:0] mux1_3;
wire [44:0] mux1_4;
wire [44:0] mux1_5;
wire [44:0] mux1_6;
wire [44:0] mux1_7;
wire [44:0] mux1_8;
wire [44:0] mux1_9;
wire [44:0] mux1_10;
wire [44:0] mux1_11;
wire [44:0] mux1_12;
wire [44:0] mux1_13;
wire [44:0] mux1_14;
wire [44:0] mux1_15;
assign mux1_0 = weight_in_0 * reff_0;
assign mux1_1 = weight_in_1 * reff_1;
assign mux1_2 = weight_in_2 * reff_2;
assign mux1_3 = weight_in_3 * reff_3;
assign mux1_4 = weight_in_4 * reff_4;
assign mux1_5 = weight_in_5 * reff_5;
assign mux1_6 = weight_in_6 * reff_6;
assign mux1_7 = weight_in_7 * reff_7;
assign mux1_8 = weight_in_8 * reff_8;
assign mux1_9 = weight_in_9 * reff_9;
assign mux1_10 = weight_in_10 * reff_10;
assign mux1_11 = weight_in_11 * reff_11;
assign mux1_12 = weight_in_12 * reff_12;
assign mux1_13 = weight_in_13 * reff_13;
assign mux1_14 = weight_in_14 * reff_14;
assign mux1_15 = weight_in_15 * reff_15;
Shift Shift_0(.rstn(rstn), .clk(clk), .in(mux1_0), .out(Shift_out_0));
Shift Shift_1(.rstn(rstn), .clk(clk), .in(mux1_1), .out(Shift_out_1));
Shift Shift_2(.rstn(rstn), .clk(clk), .in(mux1_2), .out(Shift_out_2));
Shift Shift_3(.rstn(rstn), .clk(clk), .in(mux1_3), .out(Shift_out_3));
Shift Shift_4(.rstn(rstn), .clk(clk), .in(mux1_4), .out(Shift_out_4));
Shift Shift_5(.rstn(rstn), .clk(clk), .in(mux1_5), .out(Shift_out_5));
Shift Shift_6(.rstn(rstn), .clk(clk), .in(mux1_6), .out(Shift_out_6));
Shift Shift_7(.rstn(rstn), .clk(clk), .in(mux1_7), .out(Shift_out_7));
Shift Shift_8(.rstn(rstn), .clk(clk), .in(mux1_8), .out(Shift_out_8));
Shift Shift_9(.rstn(rstn), .clk(clk), .in(mux1_9), .out(Shift_out_9));
Shift Shift_10(.rstn(rstn), .clk(clk), .in(mux1_10), .out(Shift_out_10));
Shift Shift_11(.rstn(rstn), .clk(clk), .in(mux1_11), .out(Shift_out_11));
Shift Shift_12(.rstn(rstn), .clk(clk), .in(mux1_12), .out(Shift_out_12));
Shift Shift_13(.rstn(rstn), .clk(clk), .in(mux1_13), .out(Shift_out_13));
Shift Shift_14(.rstn(rstn), .clk(clk), .in(mux1_14), .out(Shift_out_14));
Shift Shift_15(.rstn(rstn), .clk(clk), .in(mux1_15), .out(Shift_out_15));
endmodule
==> flow_summary.toml <==
# flow metrics
[outcome]
status = "finished with violations"
violations = "negative setup slack"

[final_timing]
fin_crit_ns = 10.57
finalClockPeriodUsage = 1.26
clock.fmax_ghz = 0.0946
rsz0062_at_grt = "yes"
hold_viol_final = 0
fin_worst_skew_ns = 0.0273
slew_headroom = 0.520
fin_tns_setup_ns = -25.61
worst-slew-pin-transition_ns = 0.715
setup_violations = 24
final_max_slew_viol_count = 0
setup_ws_ns = -2.17

[route]
antenna_left = 0
wirelength_um = 587000
dr.first_iter.drc_count = 5724
drc = 0
detail_route.vias_per_cell = 4.87
firstDrtPassIters = 6
vias = 158000
wl_per_cell_um = 18.1

[floorplan]
initCoreUtil = 0.402
die_h_um = 715
coreArea_um2 = 506000
dieWidth_um = 715
chipArea_um2 = 512000
fp-row-count = 261
ios = 985

[logic_synthesis]
syn_inst = 22700
ys.flop_type = "dfrtp_1"
syn_avg_cell_area_um2 = 8.96
yosys_warnings = 1
synth_top_cell_by_count = "fa_1"
ys_seq_frac = 0.00529
area_leaders = "fa_1, ha_1, inv_1, nand2_1, and2_1"
ys_chip_area_um2 = 203000
synth-seq-cells = 43
yosysUniqueCellTypes = 94
synth.top_cells.by_count = "fa_1, inv_1, nand2_1"
async_flop_share = 1.00
top_area_cell = "fa_1"
ys_cells = 22700
synth_area_um2 = 203000
edf_count = 0
top_cell_area_share = 0.542

[setup_path]
crit_family = "AND-OR/OR-AND gates"
path_common_cell = "fa_1"
worst-path-buf-inv = 8
start_kind = "primary input"
end_kind = "flop"
worst-setup-path-type = "in -> reg"
arrival_ns = 10.77
critPathRequiredTime_ns = 8.59
cp_slowest_cell = "fa_1"
crit_path_max_fanout = 2
max_stage_delay_ns = 0.54

[grt]
gr-total-overflow = 0
grt_pass1_wl_um = 955000
track_usage = 0.254
antenna_found_initial = 102
grt_max_degree = 39
first_global_vias = 173000

[clock_tree]
clock-root-buffer = "clkbuf_16"
clockBufferDepth = 2
clock_latency_ns = 0.33
clk_pin_slew_worst_paths_ns = 0.07
numCtsBuffers = 5
cts_hold_buf = 0
cts_sinks = 43
cts_tree = "built"
cts_max_level = 2

[place]
gp_congestion = 0.959
dp.cells = 31900
hpwl_um = 496000
dpl-instance-area_um2 = 241000
numPortBuffers = 756

[final_layout]
design_area_um2 = 251000
fin_cells = 32400
nFillCells = 45600
area_growth_pct = 23.5
layout-drive-gt1-share = 0.170

[hold_path]
hp-class = "reg -> reg"

[job]
maxCapViolations = 0
log.warning_count = 262
-- through the flow --
step | setup slack, ns | util | hold slack, ns
6_report | -2.17 | 0.497 | 0.489
5_1_grt | -2.58 | 0.497 | 0.527
4_1_cts | -2.22 | 0.493 | 0.498
3_5_place_dp | -3.71 | 0.477 | 0.482
3_3_place_gp | -3.78 | 0.477 | 0.466
2_1_floorplan | -1.58 | - | 0.396
-- sequential cells by signal (all words and copies together), names as in the netlist --
| name | count |
|---|---|
| d | 14 |
| dreg | 14 |
| e | 10 |
| counter | 5 |
-- timing repair --
| item | in CTS | in global routing |
|---|---|---|
| gates cloned | 73 | 12 |
| gates resized | 1690 | 510 |
| pin swaps | 633 | 374 |
| endpoints found under the setup margin | 27 | 28 |
| buffers inserted | 348 | 76 |
-- cells in the final DEF (no fill, tap or decap), types with 58 or more instances in the layout --
cell	Yosys	routed
xor2_1	66	58
buf_12	0	357
nand2_1	4619	4528
a21oi_1	345	260
nor2_1	205	190
o21ai_0	227	158
nand2_2	0	80
and2_1	2507	2456
a21oi_2	2	75
nand4_1	80	80
buf_2	1	76
dlygate4sd2_1	0	156
nand3_1	84	74
buf_6	1	266
ha_1	1755	1673
fa_1	5507	5376
fa_2	0	131
clkdlybuf4s50_1	0	382
inv_1	4886	4829
ha_4	0	75
a21o_1	188	186
o21a_1	65	63
buf_4	0	2694
xnor2_1	209	173
-- worst min-delay path, cell delays in order (launching register included) --
cell     delay (ns)
dfrtp_1        0.35
nand2_1        0.04
o21ai_0        0.06
-- cell type report --
| type | count | area (um2) | share of cell area |
|---|---|---|---|
| clock inverter | 3 | 43.8 | 0.000174 |
| inverter | 4886 | 18300 | 0.0729 |
| tap | 6706 | 8390 | 0.0334 |
| antenna | 51 | 128 | 0.000508 |
| clock buffer | 5 | 125 | 0.000498 |
| timing repair buffer | 4138 | 39600 | 0.158 |
| multi-input combinational | 16600 | 184000 | 0.731 |
| sequential | 43 | 1080 | 0.00428 |
-- worst paths after layout --
path	depth (start not counted)	startpoint	slack (ns)	to
max	45	weight_in_6[24]	-2.17	dreg[13]$_DFFE_PN0P_
min	2	e[0]$_DFFE_PN0P_	0.49	e[0]$_DFFE_PN0P_
max reg2reg	28	counter[0]$_DFF_NN0_	-0.70	dreg[13]$_DFFE_PN0P_
min reg2reg	2	e[0]$_DFFE_PN0P_	0.49	e[0]$_DFFE_PN0P_
max in group asynchronous	1	rstn	2.78	counter[2]$_DFF_NN0_
min in group asynchronous	2	rstn	1.72	d[8]$_DFFE_PN0P_
-- kinds of logic (layout without fill, tap and decap cells) --
logic type	count (synthesis)	after routing	share of synthesized area
AND-OR/OR-AND	1259	1259	0.0411
other	0	51	0
XOR/XNOR	275	275	0.0118
flip-flops	43	43	0.00529
multiplexers	17	17	0.000910
buffers and inverters	6090	9032	0.112
AND/OR/NAND/NOR	7763	7763	0.179
adder cells (fa/ha/maj)	7262	7262	0.650
-- layer usage --
metal  global-route usage  wire (um)  vias to the layer above
li1                     -          -                    72300
met5              0.00339        520                        -
met4               0.0456      14800                       72
met1                0.358     237000                    79100
met2                0.381     267000                     5625
met3                0.118      67000                      670
